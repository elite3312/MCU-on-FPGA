$ cat ./design.v
module Program_Rom(Rom_data_out, Rom_addr_in);
    output [13:0] Rom_data_out;
    input [10:0] Rom_addr_in; 
    reg   [13:0] data;
    wire  [13:0] Rom_data_out;
    always @(Rom_addr_in)
        begin
            case (Rom_addr_in)
                11'h0 : data = 14'h3004;		 
                11'h1 : data = 14'h008e;		 
				11'h2 : data = 14'h3000;		 
				11'h3 : data = 14'h00A5;		 
				11'h4 : data = 14'h0725;		 
				11'h5 : data = 14'h3425;		 
                11'h6 : data = 14'h2804;		 
                11'h7 : data = 14'h3001;		 
                11'h8 : data = 14'h3002;		 
				11'h9 : data = 14'h2808;		 
                11'ha : data = 14'h3400;		
                11'hb : data = 14'h3400;
                default: data = 14'h0;   
            endcase
        end
     assign Rom_data_out = data;
endmodule
module Stack(stack_out,stack_in,push,pop,rst,clk);
    output [10:0] stack_out;
    input [10:0] stack_in; 
	input push,pop,rst,clk; 
    reg   [3:0] stk_ptr;
	reg   [10:0] stack[15:0];
    wire  [10:0] stack_out;
	wire  [3:0] stk_index;
	assign stk_index = stk_ptr+1;
	assign stack_out=stack[stk_ptr[3:0]];
    always @(posedge clk)
        begin
			if(rst)
				stk_ptr<=4'b1111;
			else if(push)
				begin
				stack[stk_index[3:0]]<=stack_in;
				stk_ptr<=stk_ptr+1;
				end
			else if(pop)
				stk_ptr<=stk_ptr-1;
        end
endmodule
module cpu(
  input clk,input rst, output wire[6:0]seven_seg_out2,output wire[6:0]seven_seg_out1
  );
	wire[7:0]ram_q;
	reg[10:0] mar_q,pc_q,pc_next;
	reg[3:0]ps,ns,op,sel_ram_mux,sel_pc;
	wire[3:0]sel_bit;
	reg load_pc,load_ir,load_mar_q,load_w
	,sel_alu,ram_en,sel_bus,load_port_b,load_port_c,push,pop,rst_ir;
	wire [13:0]r1_out;
	reg[13:0]ir_q;
	wire [10:0]pc_in,stack_q;
	reg [7:0]alu_mux,alu_out,databus,ram_mux,bsf_mux,bcf_mux,
	port_b_out,port_c_out,w_q;
	wire [10:0]w_change,k_change;
	Program_Rom r1(r1_out,mar_q);
	single_port_ram_128x8 ram(
	.data(databus),
	.addr(ir_q[6:0]),
	.en(ram_en),
	.clk(clk),
	.q(ram_q));
	seven_segment seven1(port_b_out[3:0],seven_seg_out1);
	seven_segment seven2(port_b_out[7:4],seven_seg_out2);
	Stack stack(stack_q,pc_q,push,pop,rst,clk);
	always@(posedge clk)
	if(rst)port_c_out<=0;
	else if (load_port_c)port_c_out<=databus;
	always@(posedge clk)
	if(rst)port_b_out<=0;
	else if (load_port_b)port_b_out<=databus;
	always@(*)
		begin
			case(sel_bit)
				3'b000:bsf_mux=ram_q|8'h01;
				3'b001:bsf_mux=ram_q|8'h02;
				3'b010:bsf_mux=ram_q|8'h04;
				3'b011:bsf_mux=ram_q|8'h08;
				3'b100:bsf_mux=ram_q|8'h10;
				3'b101:bsf_mux=ram_q|8'h20;
				3'b110:bsf_mux=ram_q|8'h40;
				3'b111:bsf_mux=ram_q|8'h80;
			endcase
		end
	always@(*)
		begin
			case(sel_bit)
				3'b000:bcf_mux=ram_q&8'hfe;
				3'b001:bcf_mux=ram_q&8'hfd;
				3'b010:bcf_mux=ram_q&8'hfb;
				3'b011:bcf_mux=ram_q&8'hf7;
				3'b100:bcf_mux=ram_q&8'hef;
				3'b101:bcf_mux=ram_q&8'hdf;
				3'b110:bcf_mux=ram_q&8'hbf;
				3'b111:bcf_mux=ram_q&8'h7f;
			endcase
		end
	assign sel_bit =ir_q[9:7];
	always @(*)
		begin	
			case(sel_ram_mux)
				0: ram_mux= ram_q;
				1: ram_mux= bcf_mux;
				2: ram_mux=bsf_mux;
				default: ram_mux=8'bx;
			endcase
		end
	always@(*)
	begin
		if(sel_bus)
			databus=w_q;
		else 
			databus=alu_out;
	end
	always@(*) 
	begin
		case(op)
		4'h0:alu_out= alu_mux[7:0]+w_q;
		4'h1:alu_out= alu_mux[7:0]-w_q;
		4'h2:alu_out= alu_mux[7:0]&w_q;
		4'h3:alu_out= alu_mux[7:0]|w_q;
		4'h4:alu_out= alu_mux[7:0]^w_q;
		4'h5:alu_out= alu_mux[7:0]; 
		4'h6:alu_out=  alu_mux[7:0]+1;
		4'h7:alu_out=  alu_mux[7:0]-1;
		4'h8:alu_out=  0;
		4'h9:alu_out= ~alu_mux[7:0];
		4'ha:alu_out= {alu_mux[7], alu_mux[7:1]};
		4'hb:alu_out= {alu_mux[6:0],1'b0};
		4'hc:alu_out= {1'b0,alu_mux[7:1]};
		4'hd:alu_out= {alu_mux[6:0],alu_mux[7]};
		4'he:alu_out= {alu_mux[0],alu_mux[7:1]};
		4'hf:alu_out= {alu_mux[3:0],alu_mux[7:4]};
		default alu_out= 8'bxxxxxxxx;
		endcase
	end
	always@(*)
	begin
		if(sel_alu)
			alu_mux=ram_mux;
		else 
			alu_mux=ir_q[7:0];
	end
	always@(*)
	begin
		if(sel_pc==3'b001)
			pc_next=ir_q[10:0];
		else if(sel_pc==3'b010)
			pc_next=stack_q;
		else if(sel_pc==3'b011)
			pc_next=pc_q+k_change;
		else if(sel_pc==3'b100)
			pc_next=pc_q+w_change;
		else
			pc_next=pc_in;
	end
	always@(posedge clk) 
	begin	
		if(load_pc)pc_q<=pc_next;
		if(rst)pc_q<=0;
	end
	assign pc_in=pc_q+1;
	always @(posedge clk) 
	begin
		if(rst)
		begin
			ps<=0;
		end
		else ps<=ns;
	end
	always @(posedge clk) 
	begin
		if(load_mar_q)mar_q<=pc_q;
	end
	always@(posedge clk) 
	begin 
		if(rst_ir)ir_q<=0;
		else if(load_ir)ir_q<=r1_out;
		else if (rst)ir_q<=0;
	end
	always@(posedge clk) 
	begin
		if(load_w)
			w_q<=alu_out;
	end
	wire ADDWF,ANDWF,CLRF,CLRW,DECF,COMF,GOTO,   
	MOVLW,ADDLW,SUBLW,ANDLW,IORLW,XORLW,
	INCF, IORWF, MOVF,MOVWF,SUBWF,XORWF,
	DECFSZ,INCFSZ,aluout_zero,BCF,BSF,BTFSC,BTFSS,
	btfsc_btfss_skip_bit,btfsc_skip_bit,btfss_skip_bit,
	ASRF,LSLF,LSRF,RLF,RRF,SWAPF,addr_port_b,
	CALL,RETURN,BRA,BRW,NOP,INCFEQCSZ;
	assign ADDWF = (ir_q[13:8] ==6'b00_0111);
	assign ANDWF = (ir_q[13:8] ==6'b00_0101);
	assign CLRF  = (ir_q[13:7] ==7'b00_0001_1);
	assign CLRW  = (ir_q[13:2] ==12'b00_0001_0000_00);
	assign COMF  = (ir_q[13:8] ==6'b00_1001);
	assign DECF  = (ir_q[13:8] ==6'b00_0011);
	assign GOTO  = (ir_q[13:11]==3'b10_1);
	assign MOVLW = (ir_q[13:8] ==6'b11_0000);
	assign ADDLW = (ir_q[13:8] ==6'b11_1110);
	assign SUBLW = (ir_q[13:8] ==6'b11_1100);
	assign ANDLW = (ir_q[13:8] ==6'b11_1001);
	assign IORLW = (ir_q[13:8] ==6'b11_1000);
	assign XORLW = (ir_q[13:8] ==6'b11_1010);
	assign INCF  = (ir_q[13:8] ==6'b00_1010);
	assign IORWF = (ir_q[13:8] ==6'b00_0100);
	assign MOVF  = (ir_q[13:8] ==6'b00_1000);
	assign MOVWF = (ir_q[13:7] ==7'b00_0000_1);
	assign SUBWF = (ir_q[13:8] ==6'b00_0010);
	assign XORWF = (ir_q[13:8] ==6'b00_0110);
	assign DECFSZ= (ir_q[13:8] ==6'b00_1011);
	assign INCFSZ= (ir_q[13:8] ==6'b00_1111);
	assign aluout_zero=(alu_out==0)?1'b1:1'b0;
	assign BCF	 = (ir_q[13:10] ==4'b0100);
	assign BSF	 = (ir_q[13:10] ==4'b0101);
	assign BTFSC = (ir_q[13:10] ==4'b0110);
	assign BTFSS = (ir_q[13:10] ==4'b0111);
	assign btfsc_skip_bit=ram_q[ir_q[9:7]]==0;
	assign btfss_skip_bit=ram_q[ir_q[9:7]]==1;
	assign btfsc_btfss_skip_bit=(BTFSC&btfsc_skip_bit)|
								(BTFSS&btfss_skip_bit);
    assign ASRF  = (ir_q[13:8] ==6'b11_0111);
	assign LSLF  = (ir_q[13:8] ==6'b11_0101);
	assign LSRF  = (ir_q[13:8] ==6'b11_0110);
	assign RLF   = (ir_q[13:8] ==6'b00_1101);
	assign RRF   = (ir_q[13:8] ==6'b00_1100);
	assign SWAPF = (ir_q[13:8] ==6'b00_1110);
	assign addr_port_b = (ir_q[6:0]==7'h0d);
	assign addr_port_c = (ir_q[6:0]==7'h0e);
	assign CALL	 = (ir_q[13:11] ==3'b100);	
	assign RETURN= (ir_q[13:0] ==14'b00_0000_0000_1000);
	assign BRA	 = (ir_q[13:9] ==5'b11_001);	
	assign BRW	 = (ir_q[13:0] ==14'b00_0000_0000_1011);	
	assign NOP	 = (ir_q[13:0] ==14'b00_0000_0000_0000);
	assign w_change={3'b0,w_q}-1;
	assign k_change={ir_q[8],ir_q[8],ir_q[8:0]}	-1;
	assign INCFEQCSZ=(ir_q[13:8] ==6'b11_0100);
	always@(*)
	begin
		load_pc=0;load_ir=0;rst_ir=0;load_mar_q=0;load_w=0;
		sel_pc=0;sel_alu=0;ram_en=0;op=0;sel_bus=0;
		sel_ram_mux=0;load_port_b=0;load_port_c=0;push=0;pop=0;
		case(ps)
			0:ns=1;
			1:
			begin
				load_mar_q=1;
				sel_pc=0;
				load_pc=1;
				ns=2;
			end
			2:
			begin
				ns=3;
			end
			3:
			begin
				load_ir=1;
				ns=4;
			end
			4:
			begin
				load_mar_q=1;
				sel_pc=0;
				load_pc=1;
				if(MOVLW|ADDLW|ANDLW|IORLW)
				begin
					load_w=1;
					if(MOVLW)begin op=5;end
					else if(ADDLW)begin op=0;end
					else if(IORLW)begin op=3;end
					else if(SUBLW)begin op=1;end
					else if(ANDLW)begin op=2;end
					else if(XORLW)begin op=4;end
				end
				else if(ADDWF)
				begin
					op=0;
					sel_alu=1;
					if(ir_q[7])begin 
						ram_en=1;
						sel_bus=0;end
					else
						load_w=1;
				end
				else if(ANDWF)
				begin
					op=2;
					sel_alu=1;
					if(ir_q[7])begin 
						ram_en=1;
						sel_bus=0;end
					else
						load_w=1;
				end
				else if(CLRF)
				begin
					op=8;
					sel_bus=0;
					ram_en=1;
				end
				else if(CLRW)
				begin
					op=8;
					load_w=1;
				end
				else if(COMF)
				begin
					op=9;
					sel_alu=1;
					if(ir_q[7])begin 
						ram_en=1;
						sel_bus=0;end
					else
						load_w=1;
				end
				else if(DECF)
				begin
					op=7;
					sel_alu=1;
					if(ir_q[7])begin 
						ram_en=1;
						sel_bus=0;end
					else
						load_w=1;
				end
				else if(INCF)
				begin
					op=6;
					sel_alu=1;
					if(ir_q[7])begin 
						ram_en=1;
						sel_bus=0;end
					else
						load_w=1;
				end
				else if(IORWF)
				begin
					op=3;
					sel_alu=1;
					if(ir_q[7])begin 
						ram_en=1;
						sel_bus=0;end
					else
						load_w=1;
				end
				else if(MOVF)
				begin
					op=5;
					sel_alu=1;
					if(ir_q[7])begin 
						ram_en=1;
						sel_bus=0;end
					else
						load_w=1;
				end
				else if(MOVWF)
				begin					
					sel_bus=1;
					if(addr_port_b)
						load_port_b=1;
					else if(addr_port_c)
						load_port_c=1;
					else 
						ram_en=1;
				end
				else if(SUBWF)
				begin
					op=1;
					sel_alu=1;
					if(ir_q[7])begin 
						ram_en=1;
						sel_bus=0;end
					else
						load_w=1;
				end
				else if(XORWF)
				begin
					op=4;
					sel_alu=1;
					if(ir_q[7])begin 
						ram_en=1;
						sel_bus=0;end
					else
						load_w=1;
				end
				else if(BCF)
				begin
					sel_alu=1;
					sel_ram_mux=1;
					op[3:0]=5;
					sel_bus=0;
					ram_en=1;
				end
				else if(BSF)
				begin
					sel_alu=1;
					sel_ram_mux=2;
					op[3:0]=5;
					sel_bus=0;
					ram_en=1;
				end
				else if(ASRF)
				begin
					sel_alu=1;
					sel_ram_mux=0;
					op=4'hA;
					if(ir_q[7])
						begin
							sel_bus=0;
							ram_en=1;
						end
					else
						load_w=1;
				end
				else if(LSLF)
				begin
					sel_alu=1;
					sel_ram_mux=0;
					op=4'hb;
					if(ir_q[7])
						begin
							sel_bus=0;
							ram_en=1;
						end
					else
						load_w=1;
				end
				else if(LSRF)
				begin
					sel_alu=1;
					sel_ram_mux=0;
					op=4'hc;
					if(ir_q[7])
						begin
							sel_bus=0;
							ram_en=1;
						end
					else
						load_w=1;
				end
				else if(RLF)
				begin
					sel_alu=1;
					sel_ram_mux=0;
					op=4'hd;
					if(ir_q[7])
						begin
							sel_bus=0;
							ram_en=1;
						end
					else
						load_w=1;
				end
				else if(RRF)
				begin
					sel_alu=1;
					sel_ram_mux=0;
					op=4'hE;
					if(ir_q[7])
						begin
							sel_bus=0;
							ram_en=1;
						end
					else
						load_w=1;
				end
				else if(SWAPF)
				begin
					sel_alu=1;
					sel_ram_mux=0;
					op=4'hF;
					if(ir_q[7])
						begin
							sel_bus=0;
							ram_en=1;
						end
					else
						load_w=1;
				end
				else if(CALL)
				begin
					push=1;
				end
				else if(RETURN)
				begin
				end
				else if(BRA)
				begin
					sel_pc=3'b011;
					load_pc=1;
				end
				else if(BRW)
				begin
					sel_pc=3'b100;
					load_pc=1;
				end
				else if(NOP)
				begin
				end
				ns=5;
			end
			5:
			begin
				if(GOTO)begin
					sel_pc=2'b01;
					load_pc=1;
				end
				else if(CALL)begin
					sel_pc=2'b01;
					load_pc=1;
				end
				else if(RETURN)begin
					sel_pc=2'b10;
					load_pc=1;
					pop=1;
				end
				ns=6;
			end
			6:
			begin
				load_ir=1;
				if(GOTO||CALL||RETURN||BRA||BRW)begin
					rst_ir=1;
				end
				else if(DECFSZ)begin
					sel_alu=1;
					op[3:0]=7;
					if(!ir_q[7])
						load_w=1;
					else
					begin
						ram_en=1;
						sel_bus=0;
					end
					if(aluout_zero)rst_ir=1	;
				end
				else if(INCFSZ)begin
					sel_alu=1;
					op[3:0]=6;
					if(!ir_q[7])
					begin 
						load_w=1;
					end
					else
					begin
						ram_en=1;
						sel_bus=0;
					end
					if(aluout_zero)
							begin
							rst_ir=1;
							end
				end
				else if(INCFEQCSZ)begin
					sel_alu=1;
					op[3:0]=6;
					ram_en=1;
					sel_bus=0;
					if(alu_out==port_c_out)
						rst_ir=1;
				end
				else if(BTFSC)
				begin
					if (btfsc_btfss_skip_bit)begin
						rst_ir=1;end
				end
				else if(BTFSS)
				begin
					if (btfsc_btfss_skip_bit)begin
						rst_ir=1;end
				end
				ns=4;
			end
		endcase
	end
endmodule
module seven_segment(
input [3:0] in,
output reg [6:0] out
);
	always @(*)
	begin
		case(in)
		4'h0: out = 7'hc0;
		4'h1: out = 7'hf9;
		4'h2: out = 7'ha4;
		4'h3: out = 7'hb0;
		4'h4: out = 7'h99;
		4'h5: out = 7'h92;
		4'h6: out = 7'h82;
		4'h7: out = 7'hf8;
		4'h8: out = 7'h80;
		4'h9: out = 7'h90;
		4'hA: out = 7'h88;
		4'hB: out = 7'h83;
		4'hC: out = 7'hc6;
		4'hD: out = 7'ha1;
		4'hE: out = 7'h86;
		4'hF: out = 7'h8e;
		endcase
	end
endmodule	
module single_port_ram_128x8(
	data,
	addr,
	en,
	clk,
	q
);
	input [6:0] addr;
	input [7:0] data;
	input en, clk;
	output [7:0] q;
	reg [7:0] ram[127:0];
	always @ (posedge clk)
	begin
		if (en)
			ram[addr] <= data;
	end
	assign q = ram[addr];
endmodule
$ cat ./run.sh
#!/bin/bash
# OpenROAD 26Q1-2900-gdf79404cd8, Yosys 0.63+post, stock flow scripts
make -C /OpenROAD-flow-scripts/flow DESIGN_CONFIG=/design/flow/config.mk WORK_HOME=/design/flow/orfs finish
$ cat ./config.mk
export PLATFORM = sky130hd
export DESIGN_NAME = cpu
export DESIGN_NICKNAME = cpu
export VERILOG_FILES = /design/flow/design.v
export SDC_FILE = /design/flow/constraint.sdc
export NUM_CORES = 4
export LEC_CHECK = 1
export CORE_UTILIZATION = 50
$ cat ./constraint.sdc
current_design cpu

set clk_period 11.4
set clk_io_pct 0.2

create_clock -name clk0 -period $clk_period [get_ports {clk}]

set non_clock_inputs [all_inputs -no_clocks]
set_input_delay [expr $clk_period * $clk_io_pct] -clock clk0 $non_clock_inputs
set_output_delay [expr $clk_period * $clk_io_pct] -clock clk0 [all_outputs]
==> results.cfg <==
; physical design summary
[logic_synthesis]
ys.flop_type = edfxtp_1
top_cells_by_area = edfxtp_1 (55%), mux4_2 (7.8%), dfxtp_1 (6.5%)
ys.flops = 549
synthTopLogicFamily = multiplexers
simple_gate_share = 0.0825
avgSynthCellArea_sq_um = 14.8
synthAoiAreaFrac = 0.0786
edf_count = 451
xor_area_frac = 0.0152
async_reset_ff_frac = 0
yosysCellCount = 1659
synth_top_area_share = 0.553
ys_types = 100
yosys.area.top_type = edfxtp_1
mux_share = 0.126
syn_area_sq_um = 24500
ys_sh_adder = 0.0347
synth_warnings = 22
yosysChipArea_sq_um = 24500
netlist_instances = 1659

[finish]
drive_above_1_share = 0.161
lay_top_count = edfxtp_1
combGateArea_sq_um = 8340
seq_area_sq_um = 15400
fillers = 3746
fin_cells = 2373
layout_top_cells = edfxtp_1 (451), nor2_1 (123), mux2i_1 (91)
areaGrowthSynthToFinish_pct = 10.3
utilization = 0.562

[placed_design]
routabilityCongestion = 0.889
io_buffers = 15
dp_cells = 2272
hpwl_um = 37200

[die]
die_w_um = 223
io_pins = 16
chip_area_sq_um = 49900
fp_util = 0.510
core_sq_um = 48000
rows = 80
die_y_um = 223

[worst_setup_path]
max_stage_delay_ns = 0.66
crit_top_cell = buf_4
startpoint_type = flop
crit_path_end_kind = flop
r2r_slack_ns = 4.74
reg2reg_depth = 24
cp.required_ns = 11.88
cp.arrival_ns = 7.14
path_cells = buf_4 > buf_4 > mux2i_1 > a22oi_1 > nand3_1 > and4_1 > nand2_1 > dlxtn_1 > a22o_1 > nor2_1 > a21oi_1 > a21o_1 > ha_1 > nor2b_1 > o31ai_1 > a21oi_1 > o21ai_0 > nand2b_1 > xnor3_1 > a211o_1 > xor2_1 > nor4_2 > buf_4 > nor4_2
crit_slowest_cell = dfxtp_4
cp_max_fo = 33
crit_type = reg2reg

[power]
p_int_mw = 3.07
power_leakage_nw = 9.18
powerDensity_nw_per_um2 = 141
pwr-share-clk = 0.441
p_switching_uw = 754
pwr-share-comb = 0.011
sw_frac_of_total = 0.197
seq_power_share = 0.549
ir_drop_mv = 0.123

[worst_hold_path]
min_to = port_b_out[5]$_SDFFE_PP0P_
min_from = port_b_out[5]$_SDFFE_PP0P_
hold_depth = 2
hold_class = reg2reg

[global_route]
grt_pass1_wl_um = 85300
antenna_found_initial = 1
gr-total-overflow = 0
grt_max_degree = 52
grt_pass1_vias = 14363
track_usage = 0.250

[clock_tree]
clock-root-buffer = clkbuf_16
holdBufCountCts = 0
cts_resized = 0
cts.clk_slew.worst_paths_ns = 0.06
cts_tree = done
cts_max_path_buffers = 3
cts-buffers-inserted = 54
cts_setup_buffers = 0
clk_latency_ns = 0.62
htreeDepth = 2

[timing]
hold_viol = 0
setup_violations = 0
finalCritPeriodShare = 0.584
fin_crit_ns = 6.66
untimed_endpoints = 19
rsz0062_at_grt = no
tightestPinTransition_ns = 0.891
slew_headroom = 0.404
max_freq_mhz = 150
clock_skew_ns = 0.0314
maxSlewViolCount = 0
hold_slack_ns = 0.493
unclocked_pins = 19
tns_ns = 0

[routing]
via_per_inst = 5.91
drtIter0Drc = 896
vias = 14017
routed_wl_um = 55100
drtAntennaViolNets = 0
wire_per_inst_um = 23.2
antenna-diode-count = 0
drc = 0
drtPass1Iterations = 5

[flow_run]
maxCapViolations = 0
warning_count = 49

[status]
status = complete, no violations
## per-stage QoR
step | setup slack (ns) | total power, mW | cell area [sq um]
floorplan | 6.12 | 2.17 | 24500
global route | 4.18 | 3.93 | 27000
detailed placement | 4.76 | 2.18 | 25300
CTS | 4.73 | 3.86 | 27000
finish | 4.74 | 3.82 | 27000
global placement | 4.75 | 2.18 | 25300
## how the worst max path moves through the flow
stage / cells past startpoint / slack, ns / end
finish: 24 / 4.74 / flop
CTS: 23 / 4.73 / ir_q[13]$_SDFFE_PP0N_
global route: 23 / 4.18 / ir_q[13]$_SDFFE_PP0N_
## power groups by stage
stage,registers [mW],clock network [mW],logic (mW)
CTS,2.10,1.72,0.0409
global route,2.10,1.79,0.0465
finish,2.10,1.68,0.0409
## synth_stat cells (8+ instances only)
| library cell | n |
|---|---|
| ha_1 | 63 |
| a21oi_1 | 57 |
| dfxtp_1 | 79 |
| mux2i_1 | 91 |
| a211oi_1 | 13 |
| nand2b_1 | 21 |
| inv_1 | 62 |
| dlxtn_1 | 19 |
| o21ai_0 | 42 |
| mux4_2 | 85 |
| xnor2_1 | 26 |
| xor2_1 | 14 |
| mux2_2 | 10 |
| a21o_1 | 15 |
| nor2b_1 | 17 |
| nor3_1 | 34 |
| nor4_2 | 12 |
| edfxtp_1 | 451 |
| o22ai_1 | 12 |
| nand4_1 | 8 |
| buf_6 | 8 |
| nor2_1 | 123 |
| a22oi_1 | 42 |
| o211ai_1 | 10 |
| o21a_1 | 8 |
| clkbuf_1 | 45 |
| nand2_1 | 72 |
| or2_2 | 11 |
| nand3_1 | 34 |
## cells by family (layout without fill, tap and decap cells)
kind of cell,after synthesis,count (layout)
mux,192,192
flops,530,530
other cells,1,16
xor+xnor,41,41
latches,19,19
compound gates,272,272
buf+inv,150,234
fa+ha+maj,66,66
simple gates,388,388
## registers in the layout, summed over array words and instances (netlist names), named ones only
signal / flops
ps: 3
port_b_out: 8
w_q: 8
ns: 3
seven_seg_out2: 7
mar_q: 11
ir_q: 11
ram.ram: 256
bcf_mux: 8
seven_seg_out1: 7
port_c_out: 8
bsf_mux: 8
pc_q: 11
stack.stk_ptr: 4
stack.stack: 176
## per-layer routing
layer	up-vias	part of all wire	GRT usage	wire length, um
li1	6540	-	-	-
met1	6842	0.41	0.393	22600
met2	567	0.47	0.370	26100
met3	68	0.095	0.0963	5240
met4	0	0.021	0.0451	1170
met5	-	0	0.00293	0
## area by class of cell
type	count	share of cell area
Sequential cell	549	0.571
Clock buffer	67	0.0518
Timing Repair Buffer	68	0.0201
Tap cell	615	0.0285
Multi-Input combinational cell	975	0.309
Clock inverter	34	0.0110
Inverter	65	0.00903
## worst max-delay path: cells and delay by family, from the launching register on
| kind | cells | cell delay (ns) |
|---|---|---|
| and+or+nand+nor | 8 | 1.39 |
| xor gates and xnor gates | 2 | 0.52 |
| muxes | 1 | 0.28 |
| latches | 1 | 0.24 |
| DFF | 1 | 0.66 |
| buffers and inverters | 3 | 1.41 |
| AOI/OAI and AO/OA | 8 | 1.63 |
| adders and majority gates | 1 | 0.28 |
No activity file was given, so power comes from the tool's default toggle rates.
